## ./run.sh

```bash
#!/bin/bash
# OpenROAD 26Q1-2900-gdf79404cd8, Yosys 0.63+post, stock flow scripts
make -C /OpenROAD-flow-scripts/flow DESIGN_CONFIG=/design/flow/config.mk WORK_HOME=/design/flow/orfs finish
```

## ./config.mk

```make
export PLATFORM = sky130hd
export DESIGN_NAME = cache
export DESIGN_NICKNAME = cache
export VERILOG_FILES = /design/flow/design.v
export SDC_FILE = /design/flow/constraint.sdc
export NUM_CORES = 4
export LEC_CHECK = 1
export CORE_UTILIZATION = 40
```

## ./constraint.sdc

```tcl
current_design cache

set clk_period 5.3
set clk_io_pct 0.2

create_clock -name clk0 -period $clk_period [get_ports {clock}]

set non_clock_inputs [all_inputs -no_clocks]
set_input_delay [expr $clk_period * $clk_io_pct] -clock clk0 $non_clock_inputs
set_output_delay [expr $clk_period * $clk_io_pct] -clock clk0 [all_outputs]
```

## ./design.v

```verilog
module cache(reset, seletorVia, habilita, clock, endereco, entradaDeDados, saidaDeDados, hit, miss, lru1, lru2, dirty1, dirty2, valid1, valid2);
input seletorVia;
input habilita;
input clock;
input reset;
input [2:0] endereco;
input [7:0] entradaDeDados;
output reg [7:0] saidaDeDados;
output reg dirty1, dirty2, lru1, lru2, valid1, valid2, hit, miss;
reg [7:0]varPadrao;
reg [7:0]dado[8][2];
	always @ (posedge clock) begin
		if (reset)
		  begin
		    varPadrao = 8'b11111111;
		    saidaDeDados = 8'b00000000;
		    dirty1 = 0;
		    dirty2 = 0;
		    lru1 = 0;
		    lru2 = 0;
		    valid1 = 1;
		    valid2 = 1;
		    hit = 0;
		    miss = 0;
		    dado[0][0] = varPadrao;
		    dado[0][1] = varPadrao;
		    dado[1][0] = varPadrao;
		    dado[1][1] = varPadrao;
		    dado[2][0] = varPadrao;
		    dado[2][1] = varPadrao;
		    dado[3][0] = varPadrao;
		    dado[3][1] = varPadrao;
		    dado[4][0] = varPadrao;
		    dado[4][1] = varPadrao;
		    dado[5][0] = varPadrao;
		    dado[5][1] = varPadrao;
		    dado[6][0] = varPadrao;
		    dado[6][1] = varPadrao;
		    dado[7][0] = varPadrao;
		    dado[7][1] = varPadrao;
		  end
		if (seletorVia == 0)  
			begin
				if (habilita == 1)  
					begin
					  case (endereco)
					    3'b000:
					      if (dado[0][0] == varPadrao)
					        begin
					          dirty1 = 1;
					          dado[0][0] = entradaDeDados;
					          valid1 = 1;
					          miss = 1;
					          hit = 0;
					          saidaDeDados = entradaDeDados;
					        end
					      else
					       begin
					        dirty1 = 1;
					        dado[0][0] = entradaDeDados;
					        valid1 = 1; 
					        hit = 1;
					        miss = 0;
					        saidaDeDados = entradaDeDados;
					      end
					   3'b001:
					      if (dado[1][0] == varPadrao)
					        begin
					          dirty1 = 1;
					          dado[1][0] = entradaDeDados;
					          valid1 = 1;
					          miss = 1;
					          hit = 0;
					          saidaDeDados = entradaDeDados;
					        end
					      else
					       begin
					        dirty1 = 1;
					        dado[1][0] = entradaDeDados;
					        valid1 = 1; 
					        hit = 1;
					        miss = 0;
					        saidaDeDados = entradaDeDados;
					      end
					   3'b010:
					      if (dado[2][0] == varPadrao)
					        begin
					          dirty1 = 1;
					          dado[2][0] = entradaDeDados;
					          valid1 = 1;
					          miss = 1;
					          hit = 0;
					          saidaDeDados = entradaDeDados;
					        end
					      else
					       begin
					        dirty1 = 1;
					        dado[2][0] = entradaDeDados;
					        valid1 = 1; 
					        hit = 1;
					        miss = 0;
					        saidaDeDados = entradaDeDados;
					      end
					  3'b011:
					      if (dado[3][0] == varPadrao)
					        begin
					          dirty1 = 1;
					          dado[3][0] = entradaDeDados;
					          valid1 = 1;
					          miss = 1;
					          hit = 0;
					          saidaDeDados = entradaDeDados;
					        end
					      else
					       begin
					        dirty1 = 1;
					        dado[3][0] = entradaDeDados;
					        valid1 = 1; 
					        hit = 1;
					        miss = 0;
					        saidaDeDados = entradaDeDados;
					      end
					  3'b100:
					      if (dado[4][0] == varPadrao)
					        begin
					          dirty1 = 1;
					          dado[4][0] = entradaDeDados;
					          valid1 = 1;
					          miss = 1;
					          hit = 0;
					          saidaDeDados = entradaDeDados;
					        end
					      else
					       begin
					        dirty1 = 1;
					        dado[4][0] = entradaDeDados;
					        valid1 = 1; 
					        hit = 1;
					        miss = 0;
					        saidaDeDados = entradaDeDados;
					      end
					  3'b101:
					      if (dado[5][0] == varPadrao)
					        begin
					          dirty1 = 1;
					          dado[5][0] = entradaDeDados;
					          valid1 = 1;
					          miss = 1;
					          hit = 0;
					          saidaDeDados = entradaDeDados;
					        end
					      else
					       begin
					        dirty1 = 1;
					        dado[5][0] = entradaDeDados;
					        valid1 = 1; 
					        hit = 1;
					        miss = 0;
					        saidaDeDados = entradaDeDados;
					      end
					  3'b110:
					      if (dado[6][0] == varPadrao)
					        begin
					          dirty1 = 1;
					          dado[6][0] = entradaDeDados;
					          valid1 = 1;
					          miss = 1;
					          hit = 0;
					          saidaDeDados = entradaDeDados;
					        end
					      else
					       begin
					        dirty1 = 1;
					        dado[6][0] = entradaDeDados;
					        valid1 = 1; 
					        hit = 1;
					        miss = 0;
					        saidaDeDados = entradaDeDados;
					      end
					  3'b111:
					      if (dado[7][0] == varPadrao)
					        begin
					          dirty1 = 1;
					          dado[7][0] = entradaDeDados;
					          valid1 = 1;
					          miss = 1;
					          hit = 0;
					          saidaDeDados = entradaDeDados;
					        end
					      else
					       begin
					        dirty1 = 1;
					        dado[7][0] = entradaDeDados;
					        valid1 = 1; 
					        hit = 1;
					        miss = 0;
					        saidaDeDados = entradaDeDados;
					      end
					endcase
					if (lru1 == 1 && lru2 == 1)
									begin
										lru1 = 1;
										lru2 = 0;
									end
									else if (lru1 == 0 && lru2 == 0)
										begin
											lru1 = 1;
										end
									else if (lru1 == 0 && lru2 == 1)
										begin
											lru2 = 0;
											lru1 = 1;
									end
						end
			 end
				else  
					begin
								case (endereco)
									3'b000 :
										if (entradaDeDados == dado[0][0])
											begin
												hit = 1;
												miss = 0;
												saidaDeDados = dado[0][0];
											end
										else 
											begin
												miss = 1;
												hit = 0;
												dado[0][0] = entradaDeDados;
												saidaDeDados = dado[0][0];
											end
									3'b001 :
										if (entradaDeDados == dado[1][0])
											begin
												hit = 1;
												miss = 0;
												saidaDeDados = dado[1][0];
											end
										else 
											begin
												miss = 1;
												hit = 0;
												dado[1][0] = entradaDeDados;
												saidaDeDados = dado[1][0];		
											end
									3'b010 :
										if (entradaDeDados == dado[2][0])
											begin
												hit = 1;
												miss = 0;
												saidaDeDados = dado[2][0];
											end
										else 
											begin
												miss = 1;
												hit = 0;
												dado[2][0] = entradaDeDados;
												saidaDeDados = dado[2][0];
											end				
									3'b011 :
										if (entradaDeDados == dado[3][0])
											begin
												hit = 1;
												miss = 0;
												saidaDeDados = dado[3][0];
											end
										else 
											begin
												miss = 1;
												hit = 0;
												dado[3][0] = entradaDeDados;
												saidaDeDados = dado[3][0];
											end													
									3'b100 :
										if (entradaDeDados == dado[4][0])
											begin
												hit = 1;
												miss = 0;
												saidaDeDados = dado[4][0];
											end
										else 
											begin
												miss = 1;
												hit = 0;
												dado[4][0] = entradaDeDados;
												saidaDeDados = dado[4][0];
											end					
									3'b101 :
										if (entradaDeDados == dado[5][0])
											begin
												hit = 1;
												miss = 0;
												saidaDeDados = dado[5][0];
											end
										else 
											begin
												miss = 1;
												hit = 0;
												dado[5][0] = entradaDeDados;
												saidaDeDados = dado[5][0];
											end			
									3'b110 :
										if (entradaDeDados == dado[6][0])
											begin
												hit = 1;
												miss = 0;
												saidaDeDados = dado[6][0];
											end
										else 
											begin
												miss = 1;
												hit = 0;
												dado[6][0] = entradaDeDados;
												saidaDeDados = dado[6][0];
											end	
									3'b111 :
										if (entradaDeDados == dado[7][0])
											begin
												hit = 1;
												miss = 0;
												saidaDeDados = dado[7][0];
											end
										else 
											begin
												miss = 1;
												hit = 0;
												dado[7][0] = entradaDeDados;
												saidaDeDados = dado[7][0];
											end			
								endcase
								if (lru1 == 1 && lru2 == 1)
									begin
										lru1 = 1;
										lru2 = 0;
									end
									else if (lru1 == 0 && lru2 == 0)
										begin
											lru1 = 1;
										end
									else if (lru1 == 0 && lru2 == 1)
										begin
											lru2 = 0;
											lru1 = 1;
									end		
		else  
			begin
				if (habilita == 1)  
					begin
            begin
					  case (endereco)
					    3'b000:
					      if (dado[0][1] == varPadrao)
					        begin
					          dirty2 = 1;
					          dado[0][1] = entradaDeDados;
					          valid2 = 1;
					          miss = 1;
					          hit = 0;
					          saidaDeDados = entradaDeDados;
					        end
					      else
					       begin
					        dirty2 = 1;
					        dado[0][1] = entradaDeDados;
					        valid2 = 1; 
					        hit = 1;
					        miss = 0;
					        saidaDeDados = entradaDeDados;
					      end
					   3'b001:
					      if (dado[1][1] == varPadrao)
					        begin
					          dirty2 = 1;
					          dado[1][1] = entradaDeDados;
					          valid2 = 1;
					          miss = 1;
					          hit = 0;
					          saidaDeDados = entradaDeDados;
					        end
					      else
					       begin
					        dirty2 = 1;
					        dado[1][1] = entradaDeDados;
					        valid2 = 1; 
					        hit = 1;
					        miss = 0;
					        saidaDeDados = entradaDeDados;
					      end
					   3'b010:
					      if (dado[2][1] == varPadrao)
					        begin
					          dirty2 = 1;
					          dado[2][1] = entradaDeDados;
					          valid2 = 1;
					          miss = 1;
					          hit = 0;
					          saidaDeDados = entradaDeDados;
					        end
					      else
					       begin
					        dirty2 = 1;
					        dado[2][1] = entradaDeDados;
					        valid2 = 1; 
					        hit = 1;
					        miss = 0;
					        saidaDeDados = entradaDeDados;
					      end
					  3'b011:
					      if (dado[3][1] == varPadrao)
					        begin
					          dirty2 = 1;
					          dado[3][1] = entradaDeDados;
					          valid2 = 1;
					          miss = 1;
					          hit = 0;
					          saidaDeDados = entradaDeDados;
					        end
					      else
					       begin
					        dirty2 = 1;
					        dado[3][1] = entradaDeDados;
					        valid2 = 1; 
					        hit = 1;
					        miss = 0;
					        saidaDeDados = entradaDeDados;
					      end
					  3'b100:
					      if (dado[4][1] == varPadrao)
					        begin
					          dirty2 = 1;
					          dado[4][1] = entradaDeDados;
					          valid2 = 1;
					          miss = 1;
					          hit = 0;
					          saidaDeDados = entradaDeDados;
					        end
					      else
					       begin
					        dirty2 = 1;
					        dado[4][1] = entradaDeDados;
					        valid2 = 1; 
					        hit = 1;
					        miss = 0;
					        saidaDeDados = entradaDeDados;
					      end
					  3'b101:
					      if (dado[5][1] == varPadrao)
					        begin
					          dirty2 = 1;
					          dado[5][1] = entradaDeDados;
					          valid2 = 1;
					          miss = 1;
					          hit = 0;
					          saidaDeDados = entradaDeDados;
					        end
					      else
					       begin
					        dirty2 = 1;
					        dado[5][1] = entradaDeDados;
					        valid2 = 1; 
					        hit = 1;
					        miss = 0;
					        saidaDeDados = entradaDeDados;
					      end
					  3'b110:
					      if (dado[6][1] == varPadrao)
					        begin
					          dirty2 = 1;
					          dado[6][1] = entradaDeDados;
					          valid2 = 1;
					          miss = 1;
					          hit = 0;
					          saidaDeDados = entradaDeDados;
					        end
					      else
					       begin
					        dirty2 = 1;
					        dado[6][1] = entradaDeDados;
					        valid2 = 1; 
					        hit = 1;
					        miss = 0;
					        saidaDeDados = entradaDeDados;
					      end
					  3'b111:
					      if (dado[7][1] == varPadrao)
					        begin
					          dirty2 = 1;
					          dado[7][1] = entradaDeDados;
					          valid2 = 1;
					          miss = 1;
					          hit = 0;
					          saidaDeDados = entradaDeDados;
					        end
					      else
					       begin
					        dirty2 = 1;
					        dado[7][1] = entradaDeDados;
					        valid2 = 1; 
					        hit = 1;
					        miss = 0;
					        saidaDeDados = entradaDeDados;
					      end
					endcase
					if (lru1 == 1 && lru2 == 1)
									begin
										lru1 = 0;
										lru2 = 1;
									end
									else if (lru1 == 0 && lru2 == 0)
										begin
											lru2 = 1;
										end
									else if (lru1 == 1 && lru2 == 0)
										begin
											lru2 = 1;
											lru1 = 0;
									end
						end
			 end
				else  
					begin
						if (lru2 == 1)
							begin
								case (endereco)
									3'b000 :
										if (entradaDeDados == dado[0][1])
											begin
												hit = 1;
												miss = 0;
												saidaDeDados = dado[0][1];
											end
										else 
											begin
												miss = 1;
												hit = 0;
												dado[0][1] = entradaDeDados;
												saidaDeDados = dado[0][1];
											end
									3'b001 :
										if (entradaDeDados == dado[1][1])
											begin
												hit = 1;
												miss = 0;
												saidaDeDados = dado[1][1];
											end
										else 
											begin
												miss = 1;
												hit = 0;
												dado[1][0] = entradaDeDados;
												saidaDeDados = dado[1][1];
											end
									3'b010 :
										if (entradaDeDados == dado[2][1])
											begin
												hit = 1;
												miss = 0;
												saidaDeDados = dado[2][1];
											end
										else 
											begin
												miss = 1;
												hit = 0;
												dado[2][0] = entradaDeDados;
												saidaDeDados = dado[2][1];
											end				
									3'b011 :
										if (entradaDeDados == dado[3][1])
											begin
												hit = 1;
												miss = 0;
												saidaDeDados = dado[3][1];
											end
										else 
											begin
												miss = 1;
												hit = 0;
												dado[3][0] = entradaDeDados;
												saidaDeDados = dado[3][1];
											end												
									3'b100 :
										if (entradaDeDados == dado[4][1])
											begin
												hit = 1;
												miss = 0;
												saidaDeDados = dado[4][1];
											end
										else 
											begin
												miss = 1;
												hit = 0;
												dado[4][0] = entradaDeDados;
												saidaDeDados = dado[4][1];
											end					
									3'b101 :
										if (entradaDeDados == dado[5][1])
											begin
												hit = 1;
												miss = 0;
												saidaDeDados = dado[5][1];
											end
										else 
											begin
												miss = 1;
												hit = 0;
												dado[5][1] = entradaDeDados;
												saidaDeDados = dado[5][1];
											end		
									3'b110 :
										if (entradaDeDados == dado[6][1])
											begin
												hit = 1;
												miss = 0;
												saidaDeDados = dado[6][1];
											end
										else 
											begin
												miss = 1;
												hit = 0;
												dado[6][1] = entradaDeDados;
												saidaDeDados = dado[6][1];
											end
									3'b111 :
										if (entradaDeDados == dado[7][1])
											begin
												hit = 1;
												miss = 0;
												saidaDeDados = dado[7][1];
											end
										else 
											begin
												miss = 1;
												hit = 0;
												dado[7][1] = entradaDeDados;
												saidaDeDados = dado[7][1];
											end			
								endcase
								if (lru1 == 1 && lru2 == 1)
											begin
												lru1 = 0;
												lru2 = 1;
											end
										else if (lru1 == 0 && lru2 == 0)
											begin
												lru2 = 1;
										end
							end
					end
			end
		end
	end
endmodule
```

==> job_summary.md <==
## Synthesis and layout report

| Metric | Value |
|---|---|
| First-pass GRT wire length | 42400 µm |
| WHS | ~0.44 ns |
| Vias | 7746 |
| XORs/XNORs by Area | 14.1% |
| Max Buffers Root-to-Sink | 2 |
| Die width | 150 µm |
| Ao+oa area frac | between 20% and 30% |
| Proportion of layout cells with a drive suffix above 1 | 7.56% |
| Startpoint types | input port |
| Slowest CP cell | buf_6 |
| Die Y | 150 µm |
| Layout Cell Area excl Fill | slightly below 0.01 mm² |
| Sequential area share after synthesis | a little over a third |
| Area reported by Yosys stat | 0.00878 mm² |
| Main synth FF type | dfxtp_1 |
| H-tree Lvls | 4 |
| DRT antenna net count | 0 |
| WL met2 | 12400 µm |
| Crit-path cells | buf_6 > buf_12 > nor2_1 > a221o_1 > nor4_1 > a22oi_1 > nand4_1 > a21oi_1 > a21oi_1 |
| GPL Wtd Cong | 0.964 |
| Total Routing Usage GR | 25.7% |
| Vias per Instance | 5.87 |
| Clock Pin Slew Worst Setup and Hold Paths | 0.07 ns |
| Maxcap violations | 0 |
| Worst-Margin Slew | 0.879 ns |
| Max Freq | 276 MHz |
| Setup Skew | 0.00887 ns |
| Post-CTS Setup Inserts | 0 |
| Fin. Hold Viols | 0 |
| Leak Pwr | around 0.0034 µW |
| Final setup vio count | 0 |
| Post-route core utilization | 45.7% |
| Worst slew margin | 41.3% |
| I/O pin cnt | 31 |
| Total CTS buffers | 17 |
| RSZ-0062 raised after global routing | no |
| Top cells, area | dfxtp_1, xnor2_1, a21oi_1, xor2_1, nor3_1 |
| Placed cell areas | just over 0.009 mm² |
| Yosys Instances | 1050 |
| DRT met1 WL | 12200 µm |
| Fill cells | 2027 |
| Post-synth EDFFs | 10 |
| Routed wl met3 | 1800 µm |
| DRC | 0 |
| CTS Sinks | 152 |
| Adder-cell share of the synthesized area | 0% |
| Iter 0 DRT Violations | approximately 800 |
| Die Area | 0.0226 mm² |
| CTS resizes | 0 |
| CP peak stage delay | 0.52 ns |
| CTS tree | built |
| Post-synth cell types | 75 |
| Max-area cell share | 32.4% |
| Root buf cell | clkbuf_16 |
| Area leader, netlist | dfxtp_1 |
| Antenna cell count | 0 |
| R2r setup slk | 2.38 ns |
| Critical path fanouts, max | 135 |
| Register bit total from synthesis | 152 |
| DR pass1 iterations | 5 |
| Row count | 53 |
| Status | finished clean |
| Core Area | roughly 0.021 mm² |
| Initial antenna violation count | 0 |
| Yosys simple share | a little under 20% |
| Hold Buf Count CTS | 0 |
| Layout area overhead | 10.9% |
| Initial Util | 41.3% |
| Synthesized instance count | between 1000 and 1500 |
| Mean Syn Cell Area | between 8 and 9 µm² |
| Maximum VDD drop | approximately 0.2 mV |
| Post-synth ARST share | 0% |
| Tmin final | 3.62 ns |
| Most Frequent Cell on Critical Path | a21oi_1 |
| Largest net degree at the start of global routing | 136 |
| Ys Warns | 2 |
| Top sig layer | met4 |
| Top Layout Cells | dfxtp_1, a21oi_1, nor3_1 |
| Max Slew Vio Count | 0 |
| Critical Path AT | about 3.8 ns |
| WS Path Type | in -> reg |
| Routed len/inst | between 20 and 25 µm |
| Power Density | 306 mW/mm² |
| Setup_tns | 0 ns |
| Final period util | 68.2% |
| CP Capture Type | register |
| Total gr overflow | 0 |
| Log Warnings | 27 |
| Worst hold path type | reg -> reg |
| DRT Wirelength | 27300 µm |
| Late-Pin Clk Latency | 0.43 ns |
| Commonest Layout Cell | dfxtp_1 |
| Port bufs | 30 |
| Main logic family | AND-OR/OR-AND gates |
| DP Wirelength | 17600 µm |
| CP Data Required Time | 5.53 ns |
| Synthesized area | 0.00878 mm² |
| Vias in the first global route | between 7000 and 8000 |
| MUX area fraction | 0.128% |
-- cell usage after synthesis (all sizes together), types with 4 or more instances --
library cell / instances
xor2: 65
a211o: 21
buf: 71
inv: 36
nor4b: 4
nand4: 13
nand2: 33
nor2: 78
o21ai: 72
a32oi: 14
a21oi: 123
edfxtp: 10
nor3: 87
dfxtp: 142
a41o: 4
o22a: 6
clkbuf: 19
nand3: 5
nor4: 14
a222oi: 4
o22ai: 24
or3: 8
nor4bb: 9
and2b: 4
nand2b: 15
xnor2: 76
o32ai: 11
nor2b: 24
or2: 8
-- per-layer routing --
metal  track usage, %  vias up
li1                 -     3760
met1             37.8     3648
met2             39.9      279
met3             4.11       59
met4             7.22        0
met5                0        -
-- flip-flops by register name, indices dropped and copies added (netlist names) --
register / count
dado: 128
dirty1: 1
dirty2: 1
hit: 1
lru1: 1
lru2: 1
miss: 1
saidaDeDados: 8
valid1: 1
valid2: 1
varPadrao: 8
-- cell type report --
cell class / instances / area (µm²) / area share (%)
Multi-Input combinational cell: 772 / 4980 / 51.1
Sequential cell: 152 / 3140 / 32.3
Timing Repair Buffer: 53 / 487 / 5.00
Clock buffer: 18 / 429 / 4.41
Tap cell: 275 / 344 / 3.53
Clock inverter: 14 / 221 / 2.27
Inverter: 36 / 138 / 1.41
-- cell families (layout without fill, tap and decap cells) --
| kind of cell | after synthesis | after routing |
|---|---|---|
| AND-OR/OR-AND | 312 | 312 |
| XOR/XNOR | 141 | 141 |
| buffers and inverters | 126 | 121 |
| flip-flops | 152 | 152 |
| multiplexers | 1 | 1 |
| AND/OR/NAND/NOR | 318 | 318 |
-- per-stage QoR --
stage / total power (µW) / cells / worst slack (ns)
after global routing: 3090 / 1320 / 1.60
final: 2980 / 1320 / 1.68
after CTS: 2990 / 1320 / 1.79
after detailed placement: 1650 / 1288 / 1.37
after global placement: 1640 / 1288 / 1.37
after floorplan: 1530 / 1050 / 2.48
-- power breakdown --
part | total (µW) | switching (µW) | internal, µW
logic | 360 | 211 | 149
clock network | 1360 | 516 | 841
registers | 1270 | 59.6 | 1210
total | 2980 | 786 | 2200
-- critical path: cells and delay by family --
kind,cells,cell delay (ns)
compound gates,4,0.98
buf+inv,2,1.03
simple gates,3,0.69
-- final timing paths --
path,depth (start not counted),to,startpoint
worst min register to register,2,valid1,valid1
worst max-delay path,9,miss,reset
worst max register to register,8,miss,varPadrao[5]
worst min-delay path,2,valid1,valid1
Power and IR drop assume default switching activity.
